### run.sh
#!/bin/bash
# OpenROAD 26Q1-2900-gdf79404cd8, Yosys 0.63+post, stock flow scripts
make -C /OpenROAD-flow-scripts/flow DESIGN_CONFIG=/design/flow/config.mk WORK_HOME=/design/flow/orfs finish
### config.mk
export PLATFORM = sky130hd
export DESIGN_NAME = cacheline_adapter
export DESIGN_NICKNAME = cacheline_adapter
export VERILOG_FILES = /design/flow/design.v
export SDC_FILE = /design/flow/constraint.sdc
export NUM_CORES = 4
export LEC_CHECK = 1
export CORE_AREA = 10 10 384 384
export DIE_AREA = 0 0 394 394
### constraint.sdc
current_design cacheline_adapter

set clk_period 56.9
set clk_io_pct 0.2

create_clock -name clk0 -period $clk_period [get_ports {clk}]

set non_clock_inputs [all_inputs -no_clocks]
set_input_delay [expr $clk_period * $clk_io_pct] -clock clk0 $non_clock_inputs
set_output_delay [expr $clk_period * $clk_io_pct] -clock clk0 [all_outputs]
### design.v
package pcmux;
typedef enum bit [1:0] {
    pc_plus4  = 2'b00
    ,alu_out  = 2'b01
    ,alu_mod2 = 2'b10
} pcmux_sel_t;
endpackage
package marmux;
typedef enum bit {
    pc_out = 1'b0
    ,alu_out = 1'b1
} marmux_sel_t;
endpackage
package cmpmux;
typedef enum bit {
    rs2_out = 1'b0
    ,i_imm = 1'b1
} cmpmux_sel_t;
endpackage
package alumux;
typedef enum bit {
    rs1_out = 1'b0
    ,pc_out = 1'b1
} alumux1_sel_t;
typedef enum bit [2:0] {
    i_imm    = 3'b000
    ,u_imm   = 3'b001
    ,b_imm   = 3'b010
    ,s_imm   = 3'b011
    ,j_imm   = 3'b100
    ,rs2_out = 3'b101
} alumux2_sel_t;
endpackage
package regfilemux;
typedef enum bit [3:0] {
    alu_out   = 4'b0000
    ,br_en    = 4'b0001
    ,u_imm    = 4'b0010
    ,lw       = 4'b0011
    ,pc_plus4 = 4'b0100
    ,lb        = 4'b0101
    ,lbu       = 4'b0110   
    ,lh        = 4'b0111
    ,lhu       = 4'b1000   
} regfilemux_sel_t;
endpackage
interface rvfi_itf(input clk, input rst);
    logic halt;
    logic commit;
    logic [63:0] order;
    logic [31:0] inst;
    logic trap;
    logic [4:0] rs1_addr;
    logic [4:0] rs2_addr;
    logic [31:0] rs1_rdata;
    logic [31:0] rs2_rdata;
    logic load_regfile;
    logic [4:0] rd_addr;
    logic [31:0] rd_wdata;
    logic [31:0] pc_rdata;
    logic [31:0] pc_wdata;
    logic [31:0] mem_addr;
    logic [3:0] mem_rmask;
    logic [3:0] mem_wmask;
    logic [31:0] mem_rdata;
    logic [31:0] mem_wdata;
    logic [15:0] errcode;
endinterface
module cacheline_adapter
(
    input clk,
    input reset_n,
    input logic [255:0] line_i,
    output logic [255:0] line_o,
    input logic [31:0] address_i,
    input read_i,
    input write_i,
    output logic resp_o,
    input logic [63:0] burst_i,
    output logic [63:0] burst_o,
    output logic [31:0] address_o,
    output logic read_o,
    output logic write_o,
    input resp_i
);
	enum logic [3:0] {Halted, Read_1, Read_2, Read_3, Read_4, Read_response, 
	Write_1, Write_2, Write_3, Write_4, Write_wait_1, Write_wait_2, Write_wait_3, Write_wait_4, Write_store, Write_finish} State, Next_state;
	logic [255:0] buffer;
	logic [255:0] buffer_in;
	always_ff @ (posedge clk)
	begin
		if (!reset_n)
			State <= Halted;
		else
			State <= Next_state;
	end
	always_ff @ (posedge clk)
	begin
		if (!reset_n)
		begin
			buffer <= '0;
		end
		else
			buffer <= buffer_in;
	end
	always_comb
	begin
		Next_state = State;
		buffer_in = buffer;
		line_o = 256'b0;
		resp_o = 1'b0;
		burst_o = 64'b0;
		address_o = 32'b0;
		read_o = 1'b0;
		write_o = 1'b0;
		unique case (State)
			Halted:
				begin
					if(read_i == 1'b1)
						Next_state = Read_1;
					else if(write_i == 1'b1)
						Next_state = Write_1;
				end
			Read_1:
				begin
					if(resp_i == 1'b1)
						Next_state = Read_2;
				end
			Read_2:
				begin
					if(resp_i == 1'b1)
						Next_state = Read_3;
				end
			Read_3:
				begin
					if(resp_i == 1'b1)
						Next_state = Read_4;
				end
			Read_4:
				begin
					if(resp_i == 1'b1)
						Next_state = Read_response;
				end
			Read_response:
				begin
					Next_state = Halted;
				end
			Write_1:
				if(resp_i)
					Next_state = Write_2;
			Write_2:
				if(resp_i)
					Next_state = Write_3;
			Write_3:
				if(resp_i)
					Next_state = Write_4;
			Write_4:
				Next_state = Write_finish;
			Write_finish:
				Next_state = Halted;
			default: ;
		endcase
		case (State)
			Halted: buffer_in = line_i;
			Read_1: 
				begin
					address_o = address_i;
					burst_o = burst_i;
					read_o = 1'b1;
					buffer_in = {buffer[255:64], burst_i};
				end
			Read_2: 
				begin
					address_o = address_i;
					burst_o = burst_i;
					read_o = 1'b1;
					buffer_in = {buffer[255:128], burst_i, buffer[63:0]};
				end
			Read_3: 
				begin
					address_o = address_i;
					burst_o = burst_i;
					read_o = 1'b1;
					buffer_in = {buffer[255:192], burst_i, buffer[127:0]};
				end
			Read_4: 
				begin
					address_o = address_i;
					burst_o = burst_i;
					read_o = 1'b1;
					buffer_in = {burst_i, buffer[191:0]};
				end
			Read_response:
				begin
					line_o = buffer;
					resp_o = 1'b1;
				end
			Write_1:
				begin
					write_o = 1'b1;
					address_o = address_i;
					burst_o = buffer[63:0];
				end
			Write_2:
				begin
					write_o = 1'b1;
					address_o = address_i;
					burst_o = buffer[127:64];
				end
			Write_3:
				begin
					write_o = 1'b1;
					address_o = address_i;
					burst_o = buffer[191:128];
				end
			Write_4:
				begin
					write_o = 1'b1;
					address_o = address_i;
					burst_o = buffer[255:192];
				end
			Write_finish:
				begin
					resp_o = 1'b1;
				end
			default: ;
		endcase
	end
endmodule : cacheline_adapter
==> results.yml <==
# implementation run metrics
grt:
  use_met1_pct: 21.4
  track_usage_pct: 16.4
  antenna_found_initial: 36
  grt_pass1_vias: 21700
  grt_most_used_layer: "met2"
  use_met3_pct: 5.79
  grt-ovfl-total: 0
  gr-usage-met2_pct: 25.0
  grt_pass1_wl_um: 181000
  grt_max_degree: 102
timing:
  slew_viol_final: 0
  finClkSkew_ns: 0.0108
  setup_viol: 0
  layout_setup_ws_ns: 32.60
  hold_viol: 0
  fmax_mhz: 41.1
  slew_headroom_pct: 46.4
  grt_setup_unrepaired: "false"
  min_period_over_period_pct: 42.7
  min_period_ns: 24.30
  tns_ns: 0
  worst_pin_slew_ns: 0.803
run:
  cap_violations: 0
  warnings: 28
placement:
  io_buffer_count: 711
  routabilityCongestion: 0.945
  dp_hpwl_um: 92800
  dp_slack_ns: 32.60
synthesis:
  synthSimpleGateAreaFrac_pct: 36.5
  ys_area_um2: 17700
  ys_types: 32
  synth.area.mux_share_pct: 0.283
  adder_share_pct: 0
  synthAoiAreaFrac_pct: 25.8
  yosys_warnings: 1
  topCombFamilyByArea: "simple AND/OR/NAND/NOR gates"
  yosysCellCount: 2399
  yosys.stat.seqShare_pct: 30.2
  syn_inst: 2399
  synthXorXnorAreaFrac_pct: 0
  syn_area_per_cell_um2: 7.38
  synth-seq-cells: 267
  netlist_area_um2: 17700
power:
  p_int_w: 0.000421
  leakagePower_nw: 9.18
  seqPwrFrac_pct: 36.4
  powerDensity_nw_per_um2: 23.1
  peakVddDrop_v: 0.0000189
  switching_share_pct: 34.1
  combinationalPowerShare_pct: 23.9
  p_switching_w: 0.000217
  clkPwrFrac_pct: 39.7
floorplan:
  dieArea_um2: 155000
  die_h_um: 394
  initial_utilization_pct: 12.7
  ios: 712
  rows: 137
  coreArea_um2: 139000
  die_w_um: 394
setup_path:
  reg2reg_depth: 6
  crit_path_max_fanout: 5
  endpoint_kind: "primary output"
  critPathKind: "primary input to primary output"
  worst_setup_path_start_kind: "primary input"
  critPathArrivalTime_ns: 12.92
  required_ns: 45.52
outcome:
  status: "finished, final reports clean"
clock_network:
  cts_setup_buffers: 0
  cts.clk_slew.worst_paths_ns: 0.05
  worstSkewPairLatency_ns: 0.58
  post_cts_resized: 0
  tritoncts: "built"
  cts_buffers: 40
  cts-root-buf: "clkbuf_16"
  htreeDepth: 2
  clock-sinks: 267
  cts_buffer_depth: 3
  cts_hold_buf: 0
drt:
  vias: 22200
  finalWirelength_um: 132000
  drcViolationCount: 0
  final_antenna_net_count: 0
  dr.first_iter.drc_count: 2262
  drt_pass1_iterations: 6
  vias_per_cell: 4.56
  wl_per_cell_um: 27.2
worst_hold_path:
  hold_depth: 2
  hp-class: "flip-flop to flip-flop"
layout:
  area_growth_pct: 56.3
  drive_gt1_share_pct: 4.83
[power groups by stage]
stage         clock (W)  combinational (W)  sequential [W]
CTS            0.000260           0.000152        0.000231
global route   0.000266           0.000164        0.000235
finish         0.000254           0.000152        0.000232
[critical path, stage by stage]
cell	delay [ns]
clkdlybuf4s50_1	0.73
nand2_1	0.12
nand3_1	0.17
clkdlybuf4s50_1	0.53
[registers in the layout, summed over array words and instances, names as in the netlist]
register	flops
buffer	256
State	11
[worst paths after layout]
path                startpoint                       to  slack (ns)
min reg2reg  State[10]$_DFF_P_         State[0]$_DFF_P_        0.46
max                burst_i[43]              burst_o[43]       32.60
min          State[10]$_DFF_P_         State[0]$_DFF_P_        0.46
max reg2reg   State[2]$_DFF_P_  buffer[32]$_SDFFE_PN0P_       53.13
[layout make-up]
class                      count  area, um^2
clock buffer                  58        1130
timing repair buffer         759        7490
inverter                       3        13.8
tap                         1876        2350
sequential                   267        5380
clock inverter                11         118
fill                       15400      112000
antenna                       18        45.0
multi-input combinational   1864       11100
[cell families (layout without fill, tap and decap cells)]
| logic type | Yosys count | after routing |
|---|---|---|
| other | 0 | 18 |
| AND/OR/NAND/NOR | 1216 | 1216 |
| AND-OR/OR-AND | 643 | 643 |
| buffers and inverters | 268 | 831 |
| multiplexers | 5 | 5 |
| flip-flops | 267 | 267 |
[Yosys cell counts]
library cell,instances,share of area [%]
buf_2,80,2.3
nand3_1,64,1.8
nor4_4,1,0.12
and3_1,2,0.071
nor3_4,4,0.37
nand2_1,65,1.4
buf_4,10,0.42
nor3_1,256,7.2
inv_1,2,0.042
buf_1,10,0.21
nand3b_1,1,0.042
or2b_1,2,0.085
clkbuf_1,148,3.1
nor2_1,257,5.4
or2_1,1,0.035
o311ai_0,1,0.049
o21ai_0,256,7.2
a21boi_0,2,0.085
and2_1,289,10
or2_2,4,0.14
a221oi_2,11,0.93
dfxtp_1,267,30
a22oi_1,128,5.4
a221oi_1,245,12
or3_1,4,0.14
buf_6,16,1.0
nor2b_1,5,0.18
mux2i_1,5,0.28
nand2b_1,260,9.2
inv_2,1,0.021
buf_8,1,0.085
or4_1,1,0.042
[placed cells by master (no fill, tap or decap), drive strengths merged, types with 7 or more instances in the layout]
cell type,Yosys,final
a221oi,256,256
a22oi,128,128
and2,289,289
buf,117,48
clkbuf,148,59
clkdlybuf4s50,0,710
clkinv,0,7
dfxtp,267,267
diode,0,18
nand2,65,65
nand2b,260,260
nand3,64,64
nor2,257,257
nor3,260,260
o21ai,256,256
[metal layers]
metal	part of all wire, %	vias to the layer above
li1	-	9729
met1	41	10700
met2	44	1469
met3	10	252
met4	4.0	36
met5	0.16	-
[stage by stage]
| step | total power [W] | hold slack (ns) | instance area, um^2 | utilization (%) | instances |
|---|---|---|---|---|---|
| after detailed placement | 0.000387 | 0.453 | 26400 | 19.0 | 4769 |
| final | 0.000638 | 0.464 | 27700 | 19.9 | 4856 |
| after floorplan | 0.000299 | 0.433 | 17700 | - | 2399 |
| after CTS | 0.000644 | 0.465 | 27600 | 19.9 | 4838 |
| after global routing | 0.000665 | 0.528 | 27700 | 19.9 | 4848 |
| after global placement | 0.000385 | 0.451 | 26400 | 19.0 | 4769 |
Power and IR drop assume default switching activity.
