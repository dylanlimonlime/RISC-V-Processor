`/design/flow/config.mk`:
```
export PLATFORM = sky130hd
export DESIGN_NAME = eviction_write_buffer
export DESIGN_NICKNAME = eviction_write_buffer
export VERILOG_FILES = /design/flow/design.v
export SDC_FILE = /design/flow/constraint.sdc
export NUM_CORES = 4
export LEC_CHECK = 1
export CORE_AREA = 10 10 200 200
export DIE_AREA = 0 0 210 210
```
`/design/flow/design.v`:
```
package pcmux;
typedef enum bit [1:0] {
    pc_plus4  = 2'b00
    ,alu_out  = 2'b01
    ,alu_mod2 = 2'b10
} pcmux_sel_t;
endpackage
package marmux;
typedef enum bit {
    pc_out = 1'b0
    ,alu_out = 1'b1
} marmux_sel_t;
endpackage
package cmpmux;
typedef enum bit {
    rs2_out = 1'b0
    ,i_imm = 1'b1
} cmpmux_sel_t;
endpackage
package alumux;
typedef enum bit {
    rs1_out = 1'b0
    ,pc_out = 1'b1
} alumux1_sel_t;
typedef enum bit [2:0] {
    i_imm    = 3'b000
    ,u_imm   = 3'b001
    ,b_imm   = 3'b010
    ,s_imm   = 3'b011
    ,j_imm   = 3'b100
    ,rs2_out = 3'b101
} alumux2_sel_t;
endpackage
package regfilemux;
typedef enum bit [3:0] {
    alu_out   = 4'b0000
    ,br_en    = 4'b0001
    ,u_imm    = 4'b0010
    ,lw       = 4'b0011
    ,pc_plus4 = 4'b0100
    ,lb        = 4'b0101
    ,lbu       = 4'b0110   
    ,lh        = 4'b0111
    ,lhu       = 4'b1000   
} regfilemux_sel_t;
endpackage
interface rvfi_itf(input clk, input rst);
    logic halt;
    logic commit;
    logic [63:0] order;
    logic [31:0] inst;
    logic trap;
    logic [4:0] rs1_addr;
    logic [4:0] rs2_addr;
    logic [31:0] rs1_rdata;
    logic [31:0] rs2_rdata;
    logic load_regfile;
    logic [4:0] rd_addr;
    logic [31:0] rd_wdata;
    logic [31:0] pc_rdata;
    logic [31:0] pc_wdata;
    logic [31:0] mem_addr;
    logic [3:0] mem_rmask;
    logic [3:0] mem_wmask;
    logic [31:0] mem_rdata;
    logic [31:0] mem_wdata;
    logic [15:0] errcode;
endinterface
module eviction_write_buffer(
	input clk, 
	input rst, 
	input logic load, 
	input logic [31:0] address_in,
	input logic [127:0] data_in, 
	output logic [31:0] address_out, 
	output logic [127:0] data_out  
);
logic [127:0] data; 
logic [31:0] addr; 
always_ff @(posedge clk) begin 
	if(load)
	begin
		addr = address_in; 
		data = data_in; 
	end
end 
always_comb begin 
	address_out = addr; 
	data_out = data; 
end
endmodule : eviction_write_buffer
```
`/design/flow/constraint.sdc`:
```
current_design eviction_write_buffer

set clk_period 1.0
set clk_io_pct 0.2

create_clock -name clk0 -period $clk_period [get_ports {clk}]

set non_clock_inputs [all_inputs -no_clocks]
set_input_delay [expr $clk_period * $clk_io_pct] -clock clk0 $non_clock_inputs
set_output_delay [expr $clk_period * $clk_io_pct] -clock clk0 [all_outputs]
```
`/design/flow/run.sh`:
```
#!/bin/bash
# OpenROAD 26Q1-2900-gdf79404cd8, Yosys 0.63+post, stock flow scripts
make -C /OpenROAD-flow-scripts/flow DESIGN_CONFIG=/design/flow/config.mk WORK_HOME=/design/flow/orfs finish
```
==> results.txt <==
fresh numbers from the pnr run: hold buffer count at cts 0, post-synthesis cell count 160, Design Area, Final 0.00856 mm^2, EDFF count, synth 160, Placed Cells 957, CP startpoint addr[6], non-filler cells, final 989, Synth top cells by count edfxtp_1, FP Core Util 0.135, first-pass GRT wire length 24400 um, final worst slack -0.171 ns, Arr. time, crit path 0.97 ns, Fmax 854 MHz, slowest stage delay, CP between 0.3 and 0.4 ns, Iteration-0 DRC Markers between 70 and 80, Die Width between 200 and 250 um, VDD IR max 2.02 mV, status finished, violations left, Distinct cells, synth 1, H-tree depth 4, Final Setup Violations 160, Congestion Overflow GR 0, core area roughly 0.036 mm^2, routed wire length around 17000 um, clk root buf clkbuf_16, Clock Pin Slew Worst Setup and Hold Paths 0.07 ns, Pleak about 3.2 nW, top cells by area edfxtp_1, overall power 16.0 mW, share of post-route cells with drive strength above 1 0.392, crit start category register, critical path fanouts, max 1, Port Buffers 321, Setup crit end kind primary output, minimum clock period 1.17 ns, DRC viols 0, CTS tree yes, MI comb cells 0, syn_area_per_cell 30.0 um^2, CP Buf/Inv Count 1, die area between 0.04 and 0.05 mm^2, RSZ-0062 raised after global routing yes, Synth warnings 1, count of tool warnings 28, largest net degree at the start of global routing 27, routed vias/inst approximately 3.0, number of buffers created by CTS 17, Tot GR Track Use 0.0781, Top delay family on crit path flip-flops, fillers 3764, failing checks negative setup slack, Area Overhead vs Synth 78.2%, slowest CP cell edfxtp_1, measured slew at the worst slew-check pin 0.269 ns, Max-Slew Margin vs Limit 0.821, Worst Hold Class input pin to register, Synth flops roughly 160, pwr/cell area 1870 mW/mm^2, cell accounting for the most synthesized area edfxtp_1, vias in the first global route roughly 3.4k, Rows 69, cell area after synthesis 0.00480 mm^2, CTS max path bufs 2, clock sink total 160, Max Transition Viols Final 0, Antenna Violating Nets Remaining 0, Post-synth top flop edfxtp_1, Post-CTS Setup Bufs 0, worst hold start load, Chip Area, Yosys 0.00480 mm^2, Critical Path, Cell by Cell buf_6, post-detail-place hpwl 14300 um, via count of the routed design 3011, Final Util 0.241, GP Congestion 0.826, fin crit share 1.17, Seq share, synth 1.00, # diodes 0, multi-input logic area 0 um^2, die y size around 210 um, yosys cell count 160, Setup CP Type register to primary output, Area leader share 1.00, Synth async-reset ratio 0, antenna violations before repair 6, MaxCap Viol Count 0, CP required 0.80 ns, IO Pins ~320, placed instance area 0.00876 mm^2, drt pass-1 iters 4, top-count cell post-synth edfxtp_1, hold_ws 0.131 ns, Final Hold Vio Count 0, Avg WL per Cell 17.7 um
power breakdown:
part           total [mW]  internal [mW]  leakage [nW]  switching [mW]
sequential           8.07           7.96          1.57           0.108
combinational        1.33          0.919          1.35           0.414
clock                6.62           3.56         0.294            3.06
total                16.0           12.4          3.21            3.58
layout by cell type (no fill, tap or decap), drive strengths merged:
cell type,n
buf,176
edfxtp,160
clkdlybuf4s50,160
clkbuf,17
inv,7
clkinv,7
bufinv,1
stage by stage:
| stage | setup slack, ns | setup TNS, ns |
|---|---|---|
| after floorplan | 0.501 | 0 |
| after global placement | -0.201 | -2.61 |
| after detailed placement | -0.194 | -2.38 |
| after CTS | -0.223 | -25.57 |
| after global routing | -0.227 | -29.02 |
| final | -0.171 | -19.83 |
per-layer routing:
layer  part of all wire  vias up  global-route usage
met1               0.32     1398              0.0775
met5             0.0042        -                   0
met2               0.48      207               0.126
li1                   -     1370                   -
met4              0.023       10              0.0151
met3               0.17       26              0.0632
registers in the layout, indices dropped and copies added (netlist names):
| name | flops |
|---|---|
| addr | 32 |
| data | 128 |
kinds of logic (layout without fill, tap and decap cells):
kind of cell	after synthesis	count (layout)	share of synthesized area
flops	160	160	1.00
buf+inv	0	368	0
cell type report:
class | instances | area, um^2 | area share
Clock inverter | 15 | 174 | 0.0203
Tap cell | 461 | 577 | 0.0674
Sequential cell | 160 | 4800 | 0.561
Clock buffer | 17 | 425 | 0.0497
Timing Repair Buffer | 336 | 2580 | 0.302
final timing paths:
check                 depth (start not counted)              to
worst max-delay path                          1  address_out[6]
worst min-delay path                          1        data[19]
repair_timing:
item,4_1_cts,5_1_grt
setup endpoints to repair,160,160
gates resized,564,0
pin swaps,0,0
endpoints found under the hold margin,0,0
gates cloned,0,0
Power and IR drop assume default switching activity.
