<file path="design/flow/run.sh">
#!/bin/bash
# OpenROAD 26Q1-2900-gdf79404cd8, Yosys 0.63+post, stock flow scripts
make -C /OpenROAD-flow-scripts/flow DESIGN_CONFIG=/design/flow/config.mk WORK_HOME=/design/flow/orfs finish
</file>
<file path="design/flow/config.mk">
export PLATFORM = sky130hd
export DESIGN_NAME = regfile
export DESIGN_NICKNAME = regfile
export VERILOG_FILES = /design/flow/design.v
export SDC_FILE = /design/flow/constraint.sdc
export NUM_CORES = 4
export LEC_CHECK = 1
export CORE_UTILIZATION = 40
</file>
<file path="design/flow/constraint.sdc">
current_design regfile

set clk_period 21.0
set clk_io_pct 0.2

create_clock -name clk0 -period $clk_period [get_ports {clk}]

set non_clock_inputs [all_inputs -no_clocks]
set_input_delay [expr $clk_period * $clk_io_pct] -clock clk0 $non_clock_inputs
set_output_delay [expr $clk_period * $clk_io_pct] -clock clk0 [all_outputs]
</file>
<file path="design/flow/design.v">
package pcmux;
typedef enum bit [1:0] {
    pc_plus4  = 2'b00
    ,alu_out  = 2'b01
    ,alu_mod2 = 2'b10
} pcmux_sel_t;
endpackage
package marmux;
typedef enum bit {
    pc_out = 1'b0
    ,alu_out = 1'b1
} marmux_sel_t;
endpackage
package cmpmux;
typedef enum bit {
    rs2_out = 1'b0
    ,i_imm = 1'b1
} cmpmux_sel_t;
endpackage
package alumux;
typedef enum bit {
    rs1_out = 1'b0
    ,pc_out = 1'b1
} alumux1_sel_t;
typedef enum bit [2:0] {
    i_imm    = 3'b000
    ,u_imm   = 3'b001
    ,b_imm   = 3'b010
    ,s_imm   = 3'b011
    ,j_imm   = 3'b100
    ,rs2_out = 3'b101
} alumux2_sel_t;
endpackage
package regfilemux;
typedef enum bit [3:0] {
    alu_out   = 4'b0000
    ,br_en    = 4'b0001
    ,u_imm    = 4'b0010
    ,lw       = 4'b0011
    ,pc_plus4 = 4'b0100
    ,lb        = 4'b0101
    ,lbu       = 4'b0110   
    ,lh        = 4'b0111
    ,lhu       = 4'b1000   
} regfilemux_sel_t;
endpackage
interface rvfi_itf(input clk, input rst);
    logic halt;
    logic commit;
    logic [63:0] order;
    logic [31:0] inst;
    logic trap;
    logic [4:0] rs1_addr;
    logic [4:0] rs2_addr;
    logic [31:0] rs1_rdata;
    logic [31:0] rs2_rdata;
    logic load_regfile;
    logic [4:0] rd_addr;
    logic [31:0] rd_wdata;
    logic [31:0] pc_rdata;
    logic [31:0] pc_wdata;
    logic [31:0] mem_addr;
    logic [3:0] mem_rmask;
    logic [3:0] mem_wmask;
    logic [31:0] mem_rdata;
    logic [31:0] mem_wdata;
    logic [15:0] errcode;
endinterface
module regfile
(
    input clk,
    input rst,
    input load,
    input [31:0] in,
    input [4:0] src_a, src_b, dest,
    output logic [31:0] reg_a, reg_b
);
logic [31:0] data [32];
always_ff @(posedge clk)
begin
    if (rst)
    begin
        for (int i=0; i<32; i=i+1) begin
            data[i] <= '0;
        end
    end
    else if (load && dest)
    begin
        data[dest] <= in;
    end
end
always_comb
begin
    reg_a = src_a ? data[src_a] : 0;
    reg_b = src_b ? data[src_b] : 0;
	 if (load && dest) begin
		if(src_a == dest)
			reg_a = in;
		if(src_b == dest)
			reg_b = in;
	 end
end
endmodule : regfile
</file>
==> design notes <==
In the post-synthesis netlist, the biggest area contributors are edfxtp_1, mux4_2, and2_1. The run gives 3832 for the post-synthesis cell count from yosys. The routed design shows a via density per instance of 6.115. The run gives 0.07815 mV as the worst vdd rail ir drop. Before placement the cells fill 40.47% of the core.

For this sky-water flow run, the detailed-routed wirelength per cell is reported as 33.09 um. TritonCTS built the clock tree. For reference, the final report shows the hold violation count at 0.

Looking at the post-CTS report, the setup buffer insertion count equals 0. Summed over its instances, the top area cell type makes up 55.81% of the synthesized netlist area. The OpenROAD report gives the critical path a data arrival time of 8050 ps. For the achievable clock frequency, the log shows 0.08166 GHz. Summed over all instances, the cell type with the most area after synthesis is edfxtp_1.

Sequential elements use 55.81% of the synthesized area. The tally of buffers added on design ports was 113; the pre-CTS setup slack was 8800 ps. The register containing the most flip-flops in the final layout is data.

The maximum net fanout on the critical path works out to 36. Post-synthesis, Yosys gives the total cell area as 0.05510 mm2. The power per cell area was 80.73 mW/mm2. The clock-pin transition on the worst setup and hold timing paths is 60 ps.

Per the TritonCTS log, the buffer count is 108. In the synthesized netlist the async set-or-reset flop fraction comes to 0%. The report puts the hold buffer count at CTS at 0. The final layout contains routed wiring with a total length of 188600 um. Per the finish-stage timing summary, setup violations number 0. The post-route netlist has 21.02% of its cells at a drive strength greater than 1. Relative to the synthesized area, the layout overhead comes to 12.25%. The max-capacitance violation count is 0, and the static leakage is 0.02158 uW. After technology mapping, the gate count stands at 3832. Averaged over all synthesized cells, the footprint is 14.38 um2. In the final layout, the registers with the most flip-flops are data x1024. The flip-flop and latch count after synthesis works out to 1024.

Per the cell usage report, the commonest logic cells after layout are edfxtp_1, and2_1, mux4_2, mux2i_1, buf_4. The stage logs contain a warning count of 26. With the total negative setup slack at 0 ps, the final setup slack of the worst path is 8755 ps. The library cell used most frequently in the layout, excluding fill and tap cells, is edfxtp_1. The run gives 34.86k as the via count of the routed design. Clock tree synthesis found a total of 1024 sinks.

Final critical path time including I/O delays and setup: 12250 ps. With the wire length of the first global-routing pass at 270000 um, the worst hold slack across all endpoints is 4098 ps. The run gives 373.2 um for the x dimension of the die.

The tools report the number of DRC markers in iteration 0 as 2484. The logs give 0 for the number of instances resized during post-cts repair and 3 for the number of H-tree branching levels. Setup repair after global routing left no endpoint under its margin. For the data required time of the critical path, the log shows 16800 ps. The most frequent cell on the critical path is buf_4. The gate-level netlist out of Yosys references 49 unique cell types. The run gives 45.43% as the utilization after layout.

With the final routed DRC violation total at 0, the post-synth tally of flip-flops with integrated enable is 1024. Across all checked pins, the minimum headroom to the slew limit is 37.62%. The layout has 11.66k filler cells. The critical path is of the in -> out type.

The initialized floorplan defines 135 standard-cell rows. The run finished with clean final reports. STA classifies the critical path endpoint as an output port. Per the OpenROAD floorplan log, the area of the core is 0.1361 mm2. Per STA, the worst path is made up of buf_8 > buf_4 > nor2b_4 > buf_4 > a22oi_1 > nand4_1 > o211ai_1 > a22o_1 > clkdlybuf4s50_1. Post-route period utilization is reported as 58.31%. The count of synthesis-stage warnings from yosys is 1, and the floorplan die area is 0.1392 mm2. The largest single stage delay on the critical path is 650 ps. Root buffer cell: clkbuf_16. The slowest stage of the critical path belongs to the cell nor2b_4.

The cell type group with the largest total delay on the critical path was buffers and inverters. The most used flip-flop cell after synthesis was edfxtp_1. The via count of the first global-routing pass came out at 37.56k.

The first TritonRoute pass finished after 6 iterations. The placed wire-length estimate is 110300 um, and the pin count of the biggest net entering global routing is 68. Routability-driven placement finished with a final weighted congestion of 0.9352.

Recorded from the global router log, the overflow total was 0. The number of nets with antenna violations after routing was 0. The register with the most flip-flops in the layout has 1024 of them. For the cell area after synthesis, the log shows 0.05510 mm2. The initial antenna violation count was 7.

During I/O placement, the number of pins put on the boundary was 114. The transition time recorded at the tightest slew-check pin is 909.7 ps. The run gives 0 as the max-slew violation total from the final report. The startpoint type of the worst setup path is an input pin.

The run gives 3 for the maximum count of clock buffers along a single path. Total global-route track usage over all layers is 29.55%. The timing report notes that buffer and inverter cells on the critical path total 4. Worst min-delay path category: in -> reg. The die is 373.2 um tall.
area by class of cell:
type                    instances  area, um2  share of cell area [%]
clock inverters                73      691.9                   1.119
multi-input cells            2427      23050                   37.26
diodes                          4      10.01                 0.01618
flip-flops and latches       1024      30750                   49.71
well taps                    1781       2228                   3.603
clock buffers                 127       2838                   4.588
repair buffers                265       2286                   3.696
through the flow:
step	total power, uW	cells	instance area [um2]
floorplan	2804	3863	55220
global placement	3084	5497	58310
detailed placement	3083	5497	58310
CTS	5008	5697	61840
global route	5137	5698	61840
finish	4994	5701	61850
logic make-up (layout without fill, tap and decap cells):
group                     Yosys count  after routing  share of synthesized area [%]
muxes                             744            744                          22.15
xor gates and xnor gates           10             10                         0.1590
AOI/OAI and AO/OA                 374            374                          5.136
buffers and inverters             412            465                          3.147
and+or+nand+nor                  1267           1267                          13.60
other                               1             36                       0.006806
DFF                              1024           1024                          55.81
per-layer routing:
| layer | part of all wire (%) | global-route usage [%] | vias up |
|---|---|---|---|
| met1 | 33 | 35.71 | 17130 |
| met5 | 0.36 | 3.911 | - |
| met3 | 19 | 23.55 | 401 |
| li1 | - | - | 14610 |
| met2 | 44 | 40.57 | 2704 |
| met4 | 4.0 | 9.395 | 18 |
synth_stat cells, types with 32 or more instances:
master / instances
a211oi_1: 59
a21oi_1: 47
a22o_1: 32
a22oi_1: 68
a32o_1: 32
and2_1: 993
buf_2: 99
clkbuf_1: 283
edfxtp_1: 1024
mux2_2: 52
mux2i_1: 317
mux4_2: 375
nand2_1: 127
nand3_1: 40
nor2_1: 38
o22ai_1: 60
worst paths after layout:
kind	cells past startpoint	from	endpoint	slack [ps]
max	9	src_b[0]	reg_b[18]	8750
min	1	rst	data[0][30]	4100
where the power goes:
group | leakage, uW | switching, uW | internal, uW
clock | 0.00173 | 821 | 1120
combinational | 0.0101 | 370 | 266
sequential | 0.00975 | 55.7 | 2360
total | 0.0216 | 1250 | 3750
Power and IR drop assume default switching activity.
